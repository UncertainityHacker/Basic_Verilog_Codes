===== flow/config.mk =====
export PLATFORM = sky130hd
export DESIGN_NAME = ArrayMultiplier
export DESIGN_NICKNAME = ArrayMultiplier
export VERILOG_FILES = /design/flow/design.v
export SDC_FILE = /design/flow/constraint.sdc
export NUM_CORES = 4
export LEC_CHECK = 1
export CORE_AREA = 10 10 70 70
export DIE_AREA = 0 0 80 80

===== flow/constraint.sdc =====
current_design ArrayMultiplier

set clk_period 5.5
set clk_io_pct 0.2

create_clock -name clk0 -period $clk_period

set non_clock_inputs [all_inputs -no_clocks]
set_input_delay [expr $clk_period * $clk_io_pct] -clock clk0 $non_clock_inputs
set_output_delay [expr $clk_period * $clk_io_pct] -clock clk0 [all_outputs]

===== flow/design.v =====
`timescale 1ns / 1ps
module FullAdder(
    input IN1,
    input IN2,
    input Cin,
    output reg S,
    output reg Cout
    );
    always @(IN1 or IN2 or Cin)
        begin 
            S = IN1 ^ IN2 ^ Cin;
            Cout = ((IN1^IN2)&Cin) | (IN1&IN2);
        end
endmodule
`timescale 1ns / 1ps
module HalfAdder(
    input IN1,
    input IN2,
    output reg S,
    output reg Cout
    );
always @ (IN1 or IN2)
    begin 
        S = IN1 ^ IN2;
        Cout = IN1 & IN2;
    end
endmodule
`timescale 1ns / 1ps
module ArrayMultiplier(
    input [3:0] IN1,
    input [3:0] IN2,
    output [7:0] OUT
    );
    wire c1,c2,c3,c4;
    wire S1,S2,S3,S4,S5,S6;
    wire C1,C2,C3,C4,C5,C6,C7;
    HalfAdder HA1(IN1[0]&IN2[1],IN1[1]&IN2[0],OUT[1],c1);
    HalfAdder HA2(S1,IN1[0]&IN2[2],OUT[2],c2);
    HalfAdder HA3(S3,IN1[0]&IN2[2],OUT[3],c3);
    HalfAdder HA4(S5,IN1[1]&IN2[3],OUT[4],c4);
    FullAdder FA1(IN1[1]&IN2[1],IN1[2]&IN2[0],c1,S1,C1);
    FullAdder FA2(IN1[2]&IN2[1],IN1[3]&IN2[0],C1,S2,C2);
    FullAdder FA3(S2,IN1[1]&IN2[0],c2,S3,C3);
    FullAdder FA4(C2,IN1[3]&IN2[1],C3,S4,C4);
    FullAdder FA5(S4,IN1[2]&IN2[2],c3,S5,C5);
    FullAdder FA6(C4,IN1[3]&IN2[2],C5,S6,C6);
    FullAdder FA7(S6,IN1[2]&IN2[3],c4,OUT[5],C7);
    FullAdder FA8(C7,IN1[3]&IN2[3],C7,OUT[6],OUT[7]);
    assign OUT[0] = IN1[0] & IN2[0];
endmodule

===== flow/run.sh =====
#!/bin/bash
# OpenROAD 26Q1-2900-gdf79404cd8, Yosys 0.63+post, stock flow scripts
make -C /OpenROAD-flow-scripts/flow DESIGN_CONFIG=/design/flow/config.mk WORK_HOME=/design/flow/orfs finish

==> impl_metrics.env <==
# physical design summary
export IMPL_coreArea_um2=3416
export IMPL_drt_iter0_drc=6
export IMPL_grt_overflow_total=0
export IMPL_firstDrtPassIters=3
export IMPL_ff_count=0
export IMPL_vias=327
export IMPL_critPathKind="primary input to primary output"
export IMPL_area_delta_synth_final_pct=89.20
export IMPL_gp_congestion=0.7080
export IMPL_lay_top_count="buf_4"
export IMPL_wl_per_cell_um=8.448
export IMPL_drive_gt1_share_pct=51.43
export IMPL_vias_per_cell=2.819
export IMPL_relSlewSlack_pct=84.98
export IMPL_status="finished with violations"
export IMPL_place_hpwl_um=798.1
export IMPL_grt_max_degree=5
export IMPL_dpl_cell_area_um2=581.8
export IMPL_antenna_found_initial=0
export IMPL_yosysChipArea_um2=359.1
export IMPL_die_w_um=80
export IMPL_die_area_um2=6400
export IMPL_drv_cap=0
export IMPL_port_buffers=16
export IMPL_ir_drop_v=0.00001250
export IMPL_grt_pass1_vias=404
export IMPL_rsz0062_at_grt="yes"
export IMPL_p_per_area_nw_per_um2=91.90
export IMPL_final_clkbuf_count=0
export IMPL_finalInstanceArea_um2=679.4
export IMPL_violations="setup timing"
export IMPL_antenna_cells=0
export IMPL_synth_seq_share_pct=0
export IMPL_final_max_slew_viol_count=0
export IMPL_lay_top_cells="buf_4, and2_1, clkdlybuf4s50_1"
export IMPL_grt_pass1_wl_mm=1.725
export IMPL_dp_cells=106
export IMPL_max_freq_mhz=175.7
export IMPL_setup_viol=2
export IMPL_worst_slack_ns=-0.1908
export IMPL_critPathArrivalTime_ns=4.59
export IMPL_yosysWarnings=2
export IMPL_final_hold_viol_count=0
export IMPL_tightest_slew_ns=0.2237
export IMPL_warnings=34
export IMPL_drtAntennaViolNets=0
export IMPL_post_place_ws_ns=-0.9056
export IMPL_num_rows=21
export IMPL_track_usage_pct=3.263
export IMPL_drc_errors=0
export IMPL_cp_end_kind="primary output"
export IMPL_die_height_um=80
export IMPL_setup_worst_path_start="IN2[1]"
export IMPL_fin_setup_tns_ns=-0.1917
export IMPL_cts_hold_buf=0
export IMPL_postSynthAreaPerCell_um2=8.161
export IMPL_period_used_pct=103.5
export IMPL_fillers=375
export IMPL_ys_cells=44
export IMPL_synth_cells=44
export IMPL_synthesis_area_um2=359.1
export IMPL_p_leak_nw=0.3268
export IMPL_worstHoldPathType="primary input to primary output"
export IMPL_required_ns=4.40
export IMPL_synth_cell_type_count=8
export IMPL_num_io_pins=16
export IMPL_initCoreUtil_pct=10.51
export IMPL_final_instance_count_excl_fill=116
export IMPL_ff_latch_area_um2=0
export IMPL_hp_start="IN1[0]"
export IMPL_cp_start_kind="primary input"
export IMPL_final_util_pct=19.89
export IMPL_critical_path_max_fanout=3
export IMPL_fin_crit_ns=5.691
export IMPL_drt_wl_total_um=980
-- metrics by stage --
step	total power, mW	hold slack [ns]
5_1_grt	0.07217	2.849
3_3_place_gp	0.05952	3.207
3_5_place_dp	0.05973	3.206
2_1_floorplan	0.03549	2.272
6_report	0.06244	2.827
4_1_cts	0.06180	2.833
-- layer usage --
| metal | global-route usage (%) | routed length (µm) |
|---|---|---|
| met5 | 0 | 0 |
| met4 | 0 | 0 |
| met3 | 0 | 10 |
| met2 | 7.464 | 634 |
| met1 | 3.182 | 335 |
-- critical path: stages --
cell	delay, ns
buf_6	0.09
and2_4	0.15
ha_4	0.15
fa_2	0.33
fa_1	0.51
inv_2	0.05
fa_2	0.37
inv_2	0.06
fa_1	0.39
inv_1	0.08
fa_1	0.41
inv_1	0.07
ha_2	0.16
inv_2	0.03
fa_2	0.51
inv_1	0.03
buf_2	0.10
-- worst paths after layout --
| path | to | depth (start not counted) |
|---|---|---|
| min | OUT[0] | 3 |
| max | OUT[5] | 17 |
-- power breakdown --
part / total, mW / switching [mW] / internal [mW]
combinational: 0.0624 / 0.0228 / 0.0396
sequential: 0 / 0 / 0
clock: 0 / 0 / 0
-- final cells by class --
cell class	instances	area, µm²	area share, %
well taps	46	57.56	8.471
repair buffers	33	277.8	40.88
inverters	11	43.79	6.446
multi-input cells	26	300.3	44.20
-- synth_stat cells --
master	number	area share, %
and2_1	10	17
buf_4	7	15
fa_1	6	33
ha_1	4	14
inv_1	11	11
nand2_1	4	4.2
xnor2_1	1	2.4
xor2_1	1	2.4
-- repair_timing --
| action | 4_1_cts | 5_1_grt |
|---|---|---|
| cloned | 0 | 0 |
| buffers inserted | 9 | 1 |
| pin swaps | 10 | 8 |
| hold endpoints to repair | 0 | 0 |
| setup endpoints to repair | 3 | 2 |
| resized | 37 | 7 |
-- kinds of logic after synthesis --
kind of cell	after synthesis	share of synthesized area [%]
xor+xnor	2	4.879
fa+ha+maj	10	47.39
buf+inv	18	26.13
simple gates	14	21.60
Power is estimated from default activity; no workload was simulated.
