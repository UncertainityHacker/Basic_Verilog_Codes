==> flow/config.mk <==
export PLATFORM = sky130hd
export DESIGN_NAME = MUXTree32
export DESIGN_NICKNAME = MUXTree32
export VERILOG_FILES = /design/flow/design.v
export SDC_FILE = /design/flow/constraint.sdc
export NUM_CORES = 4
export LEC_CHECK = 1
export CORE_AREA = 10 10 70 70
export DIE_AREA = 0 0 80 80
==> flow/constraint.sdc <==
current_design MUXTree32

set clk_period 2.8
set clk_io_pct 0.2

create_clock -name clk0 -period $clk_period

set non_clock_inputs [all_inputs -no_clocks]
set_input_delay [expr $clk_period * $clk_io_pct] -clock clk0 $non_clock_inputs
set_output_delay [expr $clk_period * $clk_io_pct] -clock clk0 [all_outputs]
==> flow/design.v <==
`timescale 1ns / 1ps
module MUX4(
    input [3:0] IN,
    input [1:0] S,
    output reg OUT
    );
    always@(IN or S)
    begin
        case(S)
        2'b00 : OUT = IN[0];
        2'b01 : OUT = IN[1];
        2'b10 : OUT = IN[2];
        2'b11 : OUT = IN[3];
        endcase 
    end
endmodule
`timescale 1ns / 1ps
module MUX8(
    input [7:0] IN,
    input [2:0] S,
    output reg OUT
    );
    always@(IN or S)
    begin 
        case(S)
        3'b 000 : OUT = IN[0];
        3'b 001 : OUT = IN[1];
        3'b 010 : OUT = IN[2];
        3'b 011 : OUT = IN[3];
        3'b 100 : OUT = IN[4];
        3'b 101 : OUT = IN[5];
        3'b 110 : OUT = IN[6];
        3'b 111 : OUT = IN[7];
        endcase
    end
endmodule
`timescale 1ns / 1ps
module MUXTree32(
    input [31:0] IN,
    input [4:0] S,
    output OUT
    );
    wire [3:0]o;
    MUX8 m1(IN[7:0],S[2:0],o[0]);
    MUX8 m2(IN[15:8],S[2:0],o[1]);
    MUX8 m3(IN[23:16],S[2:0],o[2]);
    MUX8 m4(IN[31:24],S[2:0],o[3]);
    MUX4 m5(o,S[4:3],OUT);
endmodule
==> flow/run.sh <==
#!/bin/bash
# OpenROAD 26Q1-2900-gdf79404cd8, Yosys 0.63+post, stock flow scripts
make -C /OpenROAD-flow-scripts/flow DESIGN_CONFIG=/design/flow/config.mk WORK_HOME=/design/flow/orfs finish
==> COMMIT_EDITMSG <==
Update PnR metrics after Yosys + OpenROAD run

- Status: complete, no violations
* Final setup violation count: 0
- The synthesis report lists the most area-consuming cells as mux4_2 18%, mux2i_1 11%, mux2_2 6.1%.
- The number of global-route vias before repair was 562.
- Slowest Stage Delay on Critical Path: 0.45 ns
- In this run the VDD rail shows a maximum IR drop of 0.05253 mV.
* Avg WL per Cell: 12.02 um
- Across all setup checks in the final design, the least slack found is 0.1396 ns.
- Cell at the slowest stage of the critical path: mux4_2
* IO Count: 38
* Total core area: 3416 um2
- Routability-driven placement finished with a final weighted congestion of 0.7915.
- Hold-fix buffer count after cts: 0
- Leftover overflow at the end of global routing: 0
- Sequential fraction of the synthesis area: 0%
- Along the worst path, the maximum fanout reaches 1.
- Max Clock Freq: 375.9 MHz
* Antenna violations before repair: 0
- OpenROAD reports that the post-layout worst path occupies 95.01% of the period.
- Summed over all layers, the routed wires come to 1.611 mm.
* Yosys chip area: 371.6 um2
- All-layer global routing usage: 5.269%
- The worst setup path is captured at a primary output.
* Worst slack at placement: -0.2787 ns
- Yosys top cell by instances: nand2_1
* Post-Route Hold Slack: 2.040 ns
* Total DRC errors in the routed layout: 0
- The script logs the ratio of routed vias to standard cells as 3.769.
- In this run the static leakage power is 0.3189 nW.
- Once detailed placement completed, the half-perimeter wirelength came to 1.504 mm.
- Residual antenna-violating net count after detailed routing: 0
* Top cells by count, synth: 5 x nand2_1, 4 x a21oi_1, 4 x mux2i_1, 3 x mux4_2
- In this run the tools logged warnings totalling 32.
* Total via count in the routed design: 505
* N_diodes: 0
- Yosys printed 2 warnings.
- Worst-path cell chain: clkdlybuf4s50_1 -> mux4_2 -> nand2_1 -> o21ai_1 -> o221ai_1 -> o211ai_1 -> dlygate4sd2_1
- Netlist Area Pre-Place: 371.6 um2
- Launching element type of the critical path: input port
- Fp util: 10.88%
- Sorting the Yosys area breakdown by cell type puts at the top mux4_2.
- Total die size: 6400 um2
- Busiest grt layer: met2
- Broken down by cell family, the worst path's largest delay share belongs to buffers and inverters.
* Critical path buffers and inverters: 2
- Global routing met3 resource utilization: 2.273%
* Number of instances in the synthesized netlist: 45
- Global-route track usage on met2: 8.026%
- The critical path endpoint has a required time of 2.24 ns.
* X dimension of the die: 80 um
- Dividing the synthesized area by the synthesized cell count gives 8.258 um2.
* First DRT Iteration DRCs: 10
- The top cell type by area accounts for 18.18% of the synthesized area.
* Vertical extent of the die: 80 um
* Setup repair after global routing missed its margin: no
- The most critical min-delay path falls under input port to primary output.
- Slew at the pin closest to its max-slew limit: 0.2843 ns
* First-pass GRT wire length: 2.725 mm
- Signal arrival time at the worst endpoint: 2.10 ns
* Summed negative setup slack over all endpoints: 0 ns
* Pre-antenna DRT Iters: 2
* Count of port buffers added during placement: 38
- Total power density per cell area: 131.0 nW/um2
- Count of instantiated cells in the yosys netlist: 45
- Largest net degree at the start of global routing: 12
- FF/Latch Area: 0 um2
- Synthesis instantiated 26 different standard cells from the library.
* Final hold violations: 0
* GR Layer Usage met1: 7.162%
- Clk_buf instances: 0
- Max capacitance violation total: 0
- The post-route netlist has 18.18% of its cells at a drive strength greater than 1.
- The number of sequential cells reported for the layout is 0.
* Std-Cell Rows: 21
- Count of pins over their slew limit: 0
* Post-CTS setup buffers: 0
- Subtracting the final worst setup slack from the clock period gives 2.660 ns.
- In this run the layout overhead on the synthesized area is reported as 126.3%.
- The slew check shows that the tightest pin keeps a relative margin of 80.90%.
* Category of the critical setup timing path: input port to primary output
## metrics by stage
stage	cells	total power, W	utilization, %	instance area [um2]
after floorplan	45	0.00004282	-	371.6
after global placement	134	0.0001136	24.76	845.8
after detailed placement	134	0.0001144	24.76	845.8
after CTS	134	0.0001117	24.62	840.8
after global routing	134	0.0001210	24.62	840.8
final	134	0.0001102	24.62	840.8
## kinds of logic (layout without fill, tap and decap cells)
group	count (synthesis)	after routing	synth area share (%)
muxes	10	10	38.05
AOI/OAI and AO/OA	16	16	30.64
and+or+nand+nor	14	14	21.89
buffers and inverters	5	48	9.424
## placed cells by master, fill, tap and decap left out
cell type        Yosys  layout
a211oi_1             1       1
a21oi_1              4       4
a221oi_2             1       1
a22oi_1              2       2
and2b_1              2       2
and2b_4              1       1
and3_1               1       1
buf_4                2       9
clkdlybuf4s50_1      0      34
dlygate4sd2_1        0       4
inv_1                1       1
mux2_1               1       1
mux2_2               2       2
mux2i_1              4       4
mux4_2               3       3
nand2_1              5       5
nand3_1              1       1
nand3b_1             1       1
nor2b_1              1       1
nor3_1               1       1
nor3b_1              1       1
o211ai_1             2       2
o21ai_0              1       1
o21ai_1              2       2
o221ai_1             1       1
o311ai_1             2       2
## area by class of cell
cell class | instances | area, um2
inverter | 1 | 3.754
multi-input combinational | 40 | 336.6
timing repair buffer | 47 | 442.9
fill | 391 | 2575
tap | 46 | 57.56
## report_power, final
part | leakage [nW] | total [W] | switching [W] | internal [W]
Combinational | 0.319 | 0.000110 | 0.0000329 | 0.0000773
Clock | 0 | 0 | 0 | 0
Sequential | 0 | 0 | 0 | 0
Total | 0.319 | 0.000110 | 0.0000329 | 0.0000773
## worst paths after layout
path                  start  cells after the start  end
worst max-delay path  IN[7]                      7  OUT
worst min-delay path   S[3]                      4  OUT
## layer usage
metal,vias up,share of wire (%),wire [um]
li1,267,-,-
met2,22,43,687
met4,0,0,0
met3,0,11,176
met1,216,46,747
met5,-,0,0
## timing repair
action                                  4_1_cts  5_1_grt
endpoints found under the setup margin        1        1
pin swaps                                     0        1
gates resized                                 4        0
gates cloned                                  0        0
No activity file was given, so power comes from the tool's default toggle rates.
