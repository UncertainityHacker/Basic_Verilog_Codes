==> /design/flow/constraint.sdc <==
current_design Counter_15bit

set clk_period 2.4
set clk_io_pct 0.2

create_clock -name clk0 -period $clk_period [get_ports {clk}]

set non_clock_inputs [all_inputs -no_clocks]
set_input_delay [expr $clk_period * $clk_io_pct] -clock clk0 $non_clock_inputs
set_output_delay [expr $clk_period * $clk_io_pct] -clock clk0 [all_outputs]
==> /design/flow/config.mk <==
export PLATFORM = sky130hd
export DESIGN_NAME = Counter_15bit
export DESIGN_NICKNAME = Counter_15bit
export VERILOG_FILES = /design/flow/design.v
export SDC_FILE = /design/flow/constraint.sdc
export NUM_CORES = 4
export LEC_CHECK = 1
export CORE_AREA = 10 10 86 86
export DIE_AREA = 0 0 96 96
==> /design/flow/design.v <==
`timescale 1ns / 1ps
module Counter_15bit(
    input clk,
    input rst,
    input en,
    output [15:0] out
    );
    integer count;
    assign out = count; 
    always @(posedge clk) begin
        if(rst) count =0;
        else begin
            if(en == 1) begin
                count = count + 1;
            end
        end
    end
endmodule
==> /design/flow/run.sh <==
#!/bin/bash
# OpenROAD 26Q1-2900-gdf79404cd8, Yosys 0.63+post, stock flow scripts
make -C /OpenROAD-flow-scripts/flow DESIGN_CONFIG=/design/flow/config.mk WORK_HOME=/design/flow/orfs finish
==> out/qor.log <==
qor: status.status finished, final reports clean
qor: timing.setup-violations-final 0
qor: placement.gp_congestion 0.760
qor: clock_tree.path_clk_slew 60 ps
qor: setup_path.crit_path_cell_trace clkdlybuf4s50_1, and3_4, nand3_1, or4_1, a21oi_1
qor: worst_hold_path.holdCritStartpoint count[15]$_SDFFE_PP0P_
qor: power.power_frac_clock 0.445
qor: timing.achievable-frequency 537 MHz
qor: power.switching_share 0.206
qor: setup_path.timing.reg2reg.worst_path_depth 5
qor: finish.postLayoutCellArea 1040 sq um
qor: yosys.ys_seq_share 0.436
qor: setup_path.worst-setup-path-type input port to register
qor: job.stage_log_warnings 25
qor: grt.grt_first_pass_wirelength 3130 microns
qor: power.switchingPower 0.111 mW
qor: timing.fin_setup_tns 0 ps
qor: power.intPower 0.428 mW
qor: finish.area_delta_synth_final 42.2%
qor: timing.grt_setup_unrepaired false
qor: clock_tree.ctsHtreeMaxLevel 1
qor: setup_path.timing.critical_path.slowest_stage_cell clkdlybuf4s50_1
qor: setup_path.cp_slowest_stage_delay 630 ps
qor: grt.grt_antenna_before_repair 0
qor: routing.wl 1810 microns
qor: timing.holdWs 483 ps
qor: grt.grt_usage 0.0423
qor: yosys.ys_cells 79
qor: routing.detail-route-antenna-nets 0
qor: grt.globalRouteOverflowTotal 0
qor: timing.hold_viol 0
qor: clock_tree.clkSinkCount 16
qor: floorplanning.die_area 9220 sq um
qor: placement.place.detailed.hpwl 1350 microns
qor: setup_path.setup.worst_path.start en
qor: floorplanning.fp_util 0.133
qor: finish.num-fill-cells 628
qor: yosys.postSynthCellCount 79
qor: yosys.yosys_register_bits 16
qor: setup_path.crit_arrival 2030 ps
qor: floorplanning.dieHeight 96 microns
qor: routing.antenna_cells_inserted 0
qor: routing.drt-vias-per-instance 3.55
qor: grt.pin_count_of_the_biggest_net_entering_global_routing 17
qor: setup_path.worstSetupStartpointType input port
qor: routing.first_drt_pass_iteration_count 3
qor: clock_tree.post_cts_resize_count 0
qor: timing.final.period_utilization 0.775
qor: timing.slew_viol_final 0
qor: worst_hold_path.min-delay-path-class register to register
qor: setup_path.worst_path_dominant_cell_family simple AND/OR/NAND/NOR gates
qor: yosys.synth.yosys.chip_area 734 sq um
qor: setup_path.crit_fanout 7
qor: power.p_seq_frac 0.512
qor: clock_tree.post_cts.repair.setup_buffers 0
qor: finish.drive_gt1_frac 0.0918
qor: floorplanning.pin_count 19
qor: setup_path.end_of_the_worst_register_to_register_path count[14]$_SDFFE_PP0P_
qor: placement.io_buffer_count 18
qor: yosys.syn-cell-area 734 sq um
qor: worst_hold_path.hold_path_end count[15]$_SDFFE_PP0P_
qor: routing.average_routed_wire_per_standard_cell 10.6 microns
qor: clock_tree.cts_tree done
qor: setup_path.crit_required 2570 ps
qor: floorplanning.core.rowCount 27
qor: power.combinationalPowerShare 0.043
qor: worst_hold_path.min_path_cells 2
qor: clock_tree.clock_network_latency_to_the_later_pin_of_the_worst_skew_pair 250 ps
qor: power.vdd_drop_max 314 uV
qor: grt.vias_in_the_first_global_route 614
qor: routing.residual_drc_count 0
qor: finish.seqCellArea 320 sq um
qor: clock_tree.clock-root-buffer clkbuf_8
qor: setup_path.cp.buffers_inverters 1
qor: clock_tree.cts_buffers 3
qor: floorplanning.core_area 5540 sq um
qor: timing.timing.slew.headroom 0.612
qor: power.overall_power 0.539 mW
qor: timing.final_period_minus_worst_setup_slack 1860 ps
qor: setup_path.setup.reg_to_reg.worst_slack 760 ps
qor: power.pwr_density_cell 516 nW/um^2
qor: routing.routed-via-count 604
qor: job.timing.max_cap.violations 0
qor: finish.number_of_flip_flops_under_the_largest_register_name 16
qor: timing.transition_time_at_the_pin_with_the_least_slew_margin 581 ps
qor: yosys.yosys_warnings 1
qor: placement.place_area 990 sq um
qor: timing.finalClockSkew 1.14 ps
qor: finish.combinational_cell_area_excluding_buffers_and_inverters 395 sq um
qor: setup_path.r2r_start count[0]$_SDFFE_PP0P_
qor: yosys.netlist-cell-type-count 25
qor: clock_tree.hold_buffers 0
qor: finish.layout.core_utilization 0.189
qor: floorplanning.die_w 96 microns
qor: clock_tree.maximum_count_of_clock_buffers_along_a_single_path 2
qor: power.cellLeakagePower 0.340 nW
qor: yosys.syn-mean-instance-area 9.30 sq um
qor: routing.initialDrtViolationCount 48
qor: setup_path.sort_of_element_at_the_end_of_the_critical_path register
-- cells by family after synthesis --
group	share of synthesized area
AND/OR/NAND/NOR	0.322
adder cells (fa/ha/maj)	0.0170
multiplexers	0.0136
buffers and inverters	0.0256
flip-flops	0.436
AND-OR/OR-AND	0.0307
XOR/XNOR	0.155
-- power by group through the flow --
stage / combinational [mW] / sequential [mW] / clock (mW)
finish: 0.0230 / 0.276 / 0.240
CTS: 0.0238 / 0.276 / 0.245
global route: 0.0262 / 0.277 / 0.256
-- final cells by class --
| type | instances | area share |
|---|---|---|
| repair buffers | 18 | 0.172 |
| clock buffers | 4 | 0.0527 |
| well taps | 72 | 0.0862 |
| inverters | 1 | 0.00359 |
| multi-input cells | 59 | 0.378 |
| flip-flops and latches | 16 | 0.307 |
-- stage by stage --
step / setup WS [ps] / cells
2_1_floorplan: 943 / 79
3_3_place_gp: 318 / 166
3_5_place_dp: 302 / 166
4_1_cts: 534 / 170
5_1_grt: 399 / 170
6_report: 539 / 170
-- cell usage in the layout, fill, tap and decap left out, drive strengths merged, types with 2 or more instances in the layout --
master         count
xnor2              7
nor3               2
a21oi              2
clkbuf             4
nor2              14
xor2               6
nand2              4
clkdlybuf4s50     18
nor4               4
nand3              4
nand4              7
dfxtp             16
-- worst max path at each step --
stage / cells after the start / endpoint / slack [ps]
finish: 5 / count[15]$_SDFFE_PP0P_ / 540
global route: 5 / count[15]$_SDFFE_PP0P_ / 400
CTS: 5 / count[15]$_SDFFE_PP0P_ / 530
-- cells in the mapped netlist, drive strengths merged --
master	n	area (sq um)
dfxtp	16	320
nor2	14	52.6
nand4	7	65.1
xnor2	7	61.3
xor2	6	52.6
nand2	4	15.0
nand3	4	20.0
nor4	4	31.3
a21oi	2	10.0
clkbuf	2	7.51
nor3	2	10.0
and2	1	6.26
and3	1	11.3
and4	1	11.3
buf	1	7.51
ha	1	12.5
inv	1	3.75
mux2i	1	10.0
o21ai	1	5.00
o31ai	1	7.51
or3	1	6.26
or4	1	7.51
-- routing by layer --
metal | global-route usage | vias up | routed length [microns]
met3 | 0.0189 | 2 | 118
met1 | 0.0592 | 272 | 930
met2 | 0.0611 | 16 | 751
met5 | 0 | - | 0
met4 | 0.00369 | 0 | 8
li1 | - | 314 | -
-- tightest hold or removal path, stage by stage (launching register included) --
cell	delay [ps]
dfxtp_1	320
o31ai_1	60
a21oi_1	50
Power and IR drop assume default switching activity.
